==> ./design.v <==
`timescale 1ns / 1ps
module reg_file #(
    parameter NUM_REGS = 32,
    parameter XLEN = 32,
    parameter NRLEN = $clog2(NUM_REGS) )
(
    input                clk_i,
    input                rst_i,
    input  [NRLEN-1 : 0] rs1_addr_i,
    input  [NRLEN-1 : 0] rs2_addr_i,
    input                rd_we_i,
    input  [NRLEN-1 : 0] rd_addr_i,
    input  [XLEN-1 : 0]  rd_data_i,
    output [XLEN-1 : 0]  rs1_data_o,
    output [XLEN-1 : 0]  rs2_data_o
);
wire we = rd_we_i & ( | rd_addr_i);  
reg [XLEN-1 : 0] x[0 : NUM_REGS-1];
assign rs1_data_o = (we & (rs1_addr_i == rd_addr_i)) ? rd_data_i : x[rs1_addr_i];
assign rs2_data_o = (we & (rs2_addr_i == rd_addr_i)) ? rd_data_i : x[rs2_addr_i];
wire [XLEN-1 : 0] ra  = x[ 1];  
wire [XLEN-1 : 0] sp  = x[ 2];  
wire [XLEN-1 : 0] gp  = x[ 3];  
wire [XLEN-1 : 0] tp  = x[ 4];  
wire [XLEN-1 : 0] t0  = x[ 5];  
wire [XLEN-1 : 0] t1  = x[ 6];  
wire [XLEN-1 : 0] t2  = x[ 7];  
wire [XLEN-1 : 0] s0  = x[ 8];  
wire [XLEN-1 : 0] s1  = x[ 9];  
wire [XLEN-1 : 0] a0  = x[10];  
wire [XLEN-1 : 0] a1  = x[11];  
wire [XLEN-1 : 0] a2  = x[12];  
wire [XLEN-1 : 0] a3  = x[13];  
wire [XLEN-1 : 0] a4  = x[14];  
wire [XLEN-1 : 0] a5  = x[15];  
wire [XLEN-1 : 0] a6  = x[16];  
wire [XLEN-1 : 0] a7  = x[17];  
wire [XLEN-1 : 0] s2  = x[18];  
wire [XLEN-1 : 0] s3  = x[19];  
wire [XLEN-1 : 0] s4  = x[20];  
wire [XLEN-1 : 0] s5  = x[21];  
wire [XLEN-1 : 0] s6  = x[22];  
wire [XLEN-1 : 0] s7  = x[23];  
wire [XLEN-1 : 0] s8  = x[24];  
wire [XLEN-1 : 0] s9  = x[25];  
wire [XLEN-1 : 0] s10 = x[26];  
wire [XLEN-1 : 0] s11 = x[27];  
wire [XLEN-1 : 0] t3  = x[28];  
wire [XLEN-1 : 0] t4  = x[29];  
wire [XLEN-1 : 0] t5  = x[30];  
wire [XLEN-1 : 0] t6  = x[31];  
integer idx;
always @(posedge clk_i)
begin
    if (rst_i)
        for (idx = 0; idx < NUM_REGS; idx = idx + 1) x[idx] <= {XLEN{1'b0}};
    else
    begin
        if (we)
        begin
            x[rd_addr_i] <= rd_data_i;
        end
    end
end
endmodule
==> ./run.sh <==
#!/bin/bash
# OpenROAD 26Q1-2900-gdf79404cd8, Yosys 0.63+post, stock flow scripts
make -C /OpenROAD-flow-scripts/flow DESIGN_CONFIG=/design/flow/config.mk WORK_HOME=/design/flow/orfs finish
==> ./config.mk <==
export PLATFORM = sky130hd
export DESIGN_NAME = reg_file
export DESIGN_NICKNAME = reg_file
export VERILOG_FILES = /design/flow/design.v
export SDC_FILE = /design/flow/constraint.sdc
export NUM_CORES = 4
export LEC_CHECK = 1
export CORE_UTILIZATION = 30
==> ./constraint.sdc <==
current_design reg_file

set clk_period 12.6
set clk_io_pct 0.2

create_clock -name clk0 -period $clk_period [get_ports {clk_i}]

set non_clock_inputs [all_inputs -no_clocks]
set_input_delay [expr $clk_period * $clk_io_pct] -clock clk0 $non_clock_inputs
set_output_delay [expr $clk_period * $clk_io_pct] -clock clk0 [all_outputs]
==> job_summary.md <==
### Yosys + OpenROAD results

| Metric | Value |
|---|---|
| Final instance area | 61300 um^2 |
| Die Ht | 428 um |
| Vias in the first global route | 35200 |
| Largest register by flop count | x |
| Hold_buf cts | 0 |
| Met3 Use GR | 15.9% |
| Unique cell types | 43 |
| Overall Power | 8.12 mW |
| Critical-path cell list | clkdlybuf4s50_1, or3_2, buf_4, o22ai_1, or4_1, o21ai_1, clkdlybuf4s50_1 |
| Met2 usage | 33.4% |
| Hold Fails Final Rpt | 0 |
| Setup Buffers After CTS | 0 |
| Routed len/inst | 31.4 um |
| First drt pass iteration count | 8 |
| Hold path cells | 2 |
| Top cells excl fill/tap | edfxtp_1 (1024), and2_1 (992), mux4_2 (425) |
| Clock buffer depth | 3 |
| Pwr/cell area | 133 nW/um^2 |
| Max rail drop VDD | 0.126 mV |
| Port Buffers | 113 |
| All-Layer GR Usage | 21.7% |
| Tightest Pin Transition | 0.904 ns |
| Initial drt markers | 2157 |
| Critical Path AT | 6.47 ns |
| Log Warnings | 26 |
| Clk sink count | 1024 |
| Core area | 181000 um^2 |
| Hold WS | 2.55 ns |
| Mapped Area | 54500 um^2 |
| H-tree levels | 3 |
| Filler cells | 16800 |
| Synthesis area per yosys | 54500 um^2 |
| Unrepaired setup endpoints after global routing | false |
| Pleak | 20.4 nW |
| Vias | 32900 |
| Seq/Total Area, Yosys | 56.5% |
| Total of max-cap violations | 0 |
| Setup TNS | 0 ns |
| Synth Register Bits | 1024 |
| Io pins | 114 |
| Final setup fails | 0 |
| Number of flip-flops in the largest register | 1024 |
| Synthesis Warnings | 1 |
| GRT met1 Usage | 21.7% |
| ANT nets after route | 0 |
| Vias per cell | 5.51 |
| Biggest regs | x x1024 |
| Chip width | 428 um |
| Worst Min Path Start | rst_i |
| Row cnt | 156 |
| Total wire length | 187000 um |
| Post-Syn Area per Cell | 15.6 um^2 |
| Max-slew headroom | 39.6% |
| Hpwl dp | 106000 um |
| Critical path launch point | rs2_addr_i[3] |
| CTS resizes | 0 |
| Pin count of the biggest net entering global routing | 76 |
| Clock slew at reported path FFs | 0.06 ns |
| Crit-path slowest cell | clkdlybuf4s50_1 |
| Fin. max-slew vios | 0 |
| Gr ovfl total | 0 |
| Critical path endpoint category | output port |
| GRT busiest layer | met2 |
| First-pass GRT wire length | 262000 um |
| Yosys cell count | 3494 |
| Data required, critical path | 10.08 ns |
| Fraction of layout cells with a size suffix above 1 | 22.4% |
| Inserted Clock Buffers | 111 |
| Tcrit/Tclk final | 71.3% |
| Die Size | 183000 um^2 |
| Register Area | 30700 um^2 |
| Critical Path Max Stage Delay | 0.81 ns |
| Most Frequent Cell on Critical Path | clkdlybuf4s50_1 |
| Comb area | 21800 um^2 |
| # DRC | 0 |
| Outcome | finished clean |
| CTS tree | yes |
| DP Area | 57800 um^2 |
| Worst Setup Start Kind | input port |
| Hold path endpoint | x[0][24] |
| Commonest Layout Cell | edfxtp_1 |
| Max Fclk | 111 MHz |
| Mapped Cells | 3494 |
| Worst Hold Class | in2reg |
| RD Place Congestion | 0.903 |
| Crit-path max FO | 18 |
| Initial antenna violation count | 4 |
| Layout area overhead | 12.5% |
| Critical path class | in2out |
| Fp_density | 30.2% |
| Fin crit period | 8.99 ns |
| CTS Root Cell | clkbuf_16 |
-- synth_stat cells --
library cell | instances | share of area (%)
a21oi_1 | 1 | 0.0092
a31oi_1 | 1 | 0.011
and2_1 | 992 | 11
and3_1 | 1 | 0.011
buf_1 | 4 | 0.028
buf_12 | 22 | 0.81
buf_2 | 103 | 0.95
buf_4 | 2 | 0.028
buf_6 | 28 | 0.58
buf_8 | 7 | 0.19
clkbuf_1 | 220 | 1.5
clkbuf_2 | 1 | 0.0092
conb_1 | 1 | 0.0069
edfxtp_1 | 1024 | 56
mux2i_1 | 11 | 0.20
mux4_1 | 83 | 4.0
mux4_2 | 425 | 18
nand2_1 | 69 | 0.48
nand2b_1 | 1 | 0.011
nand3_1 | 9 | 0.083
nand3b_1 | 12 | 0.17
nand4b_1 | 1 | 0.016
nor2_1 | 31 | 0.21
nor2_2 | 4 | 0.046
nor2_4 | 3 | 0.062
nor2b_1 | 5 | 0.057
nor3_1 | 1 | 0.0092
nor3b_1 | 1 | 0.014
nor4_1 | 4 | 0.046
nor4bb_1 | 1 | 0.018
o2111a_1 | 2 | 0.041
o2111ai_1 | 1 | 0.016
o211ai_1 | 1 | 0.014
o21ai_1 | 62 | 0.57
o22ai_1 | 248 | 2.8
o31ai_2 | 1 | 0.023
or2_1 | 7 | 0.080
or2_2 | 24 | 0.28
or3_1 | 3 | 0.034
or3b_1 | 4 | 0.064
or4_1 | 63 | 0.87
xnor2_1 | 6 | 0.096
xor2_1 | 4 | 0.064
-- metal layers --
metal	wire (um)	up-vias
li1	-	13700
met1	56000	16300
met2	89500	2441
met3	30500	535
met4	11100	17
met5	316	-
-- area by class of cell --
| class | instances | share of cell area (%) |
|---|---|---|
| Tap cell | 2370 | 4.84 |
| Clock inverter | 59 | 0.793 |
| Timing Repair Buffer | 260 | 3.74 |
| Clock buffer | 140 | 4.78 |
| Antenna cell | 4 | 0.0163 |
| Sequential cell | 1024 | 50.2 |
| Multi-Input combinational cell | 2114 | 35.6 |
-- worst max-delay path by stage --
stage,end,slack (ns),cells past startpoint
finish,rs2_data_o[3],3.61,7
global route,rs2_data_o[17],3.54,8
CTS,rs2_data_o[3],3.60,7
-- kinds of logic (layout without fill, tap and decap cells) --
group           count (synthesis)  count (layout)  synth area share [%]
simple gates                 1236            1236                  13.9
buf+inv                       387             459                  4.11
flops                        1024            1024                  56.5
other cells                     1              36               0.00689
mux                           519             519                  21.8
compound gates                317             317                  3.53
xor+xnor                       10              10                 0.161
-- critical path, delay by kind of cell --
| family | cells | cell delay [ns] |
|---|---|---|
| and+or+nand+nor | 2 | 1.36 |
| buffers and inverters | 3 | 1.86 |
| AOI/OAI and AO/OA | 2 | 0.68 |
-- power breakdown --
part | switching [mW] | internal, mW | leakage [nW] | total [mW]
Combinational | 0.531 | 0.427 | 8.96 | 0.959
Clock | 1.38 | 1.76 | 1.69 | 3.14
Sequential | 0.0834 | 3.94 | 9.75 | 4.02
-- through the flow --
step,setup WS [ns],std cells,util [%]
5_1_grt,3.54,5967,33.9
3_5_place_dp,3.61,5768,32.0
2_1_floorplan,6.09,3525,-
3_3_place_gp,3.66,5768,32.0
6_report,3.61,5971,33.9
4_1_cts,3.60,5967,33.9
Power is estimated from default activity; no workload was simulated.
