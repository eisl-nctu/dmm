===== design/flow/config.mk =====
export PLATFORM = sky130hd
export DESIGN_NAME = atomic_unit
export DESIGN_NICKNAME = atomic_unit
export VERILOG_FILES = /design/flow/design.v
export SDC_FILE = /design/flow/constraint.sdc
export NUM_CORES = 4
export LEC_CHECK = 1
export CORE_AREA = 10 10 424 424
export DIE_AREA = 0 0 434 434

===== design/flow/constraint.sdc =====
current_design atomic_unit

set clk_period 18.1
set clk_io_pct 0.2

create_clock -name clk0 -period $clk_period [get_ports {clk_i}]

set non_clock_inputs [all_inputs -no_clocks]
set_input_delay [expr $clk_period * $clk_io_pct] -clock clk0 $non_clock_inputs
set_output_delay [expr $clk_period * $clk_io_pct] -clock clk0 [all_outputs]

===== design/flow/design.v =====
`timescale 1 ns / 1 ps
module atomic_unit #
(
    parameter integer N      = 1,   
    parameter integer XLEN   = 32,  
    parameter integer CLSIZE = 256  
)
(
    input                 clk_i,
    input                 rst_i,
    input  [N-1 : 0]      core_id_i,  
    input                 core_strobe_i,
    input  [XLEN-1 : 0]   core_addr_i,
    input                 core_rw_i,
    input  [CLSIZE-1 : 0] core_data_i,
    output                core_done_o,
    output [CLSIZE-1 : 0] core_data_o,
    input                 core_is_amo_i,
    input  [ 4 : 0]       core_amo_type_i,
    output                M_DMEM_strobe_o,
    output [XLEN-1 : 0]   M_DMEM_addr_o,
    output                M_DMEM_rw_o,
    output [CLSIZE-1 : 0] M_DMEM_data_o,
    input                 M_DMEM_done_i,
    input  [CLSIZE-1 : 0] M_DMEM_data_i
);
localparam Bypass    = 0,
           AmoRd     = 1,
           AmoWr     = 2,
           AmoFinish = 3,
           AmoWaitCohere = 4,
           Lr        = 5;
reg  [CLSIZE-1 : 0]    m_data;
reg  [ 2 : 0]          state;
reg  [ 2 : 0]          state_next;
reg  [$clog2(N)-1 : 0] core_id_bin;
reg  [XLEN-1 : 2]      reservation_addr [N-1:0];
reg  [N-1 : 0]         reservation;
reg  [N-1 : 0]         addr_h_match;  
reg  [N-1 : 0]         addr_l_match;
reg  [N-1 : 0]         rm_reservation;
wire                   sc_fail;
wire is_lr = (core_amo_type_i[1:0] == 2'b10);
wire is_sc = (core_amo_type_i[1:0] == 2'b11);
wire                amo_strobe;
wire [XLEN-1 : 0]   amo_addr;
wire                amo_rw;
wire                amo_done;
wire [CLSIZE-1 : 0] amo_data2core;
wire [CLSIZE-1 : 0] amo_data2mem;
wire [ 4 : 0]     op;
wire [XLEN-1 : 0] rs1;    
wire [XLEN-1 : 0] rs2;    
reg  [XLEN-1 : 0] result;
always @(posedge clk_i)
begin
    if (rst_i)
        state <= Bypass;
    else
        state <= state_next;
end
always @(*) begin
    case (state)
        Bypass:
            if (core_strobe_i & core_is_amo_i)
                if (is_sc & sc_fail)
                    state_next = AmoFinish;
                else
                    state_next = AmoRd;
            else
                state_next = Bypass;
        AmoRd:
            if (M_DMEM_done_i)
                if(is_lr)
                    state_next = AmoFinish;
                else
                    state_next = AmoWr;
            else
                state_next = AmoRd;
        AmoWr:
            if (M_DMEM_done_i)
                state_next = AmoFinish;
            else
                state_next = AmoWr;
        AmoFinish:
            state_next = Bypass;
        default: 
            state_next = Bypass;
    endcase
end
always @(posedge clk_i ) begin
    if (state == AmoRd)
        m_data <= M_DMEM_data_i;
end
always @(*) begin
    case (core_id_i)
        2'b01: core_id_bin = 0;
        2'b10: core_id_bin = 1;
        default: core_id_bin = 0;
    endcase
end
integer i;
always @(*) begin
    for (i = 0 ; i < N ; i = i + 1) begin
        addr_h_match[i] = (reservation_addr[i][XLEN-1:5] == core_addr_i[XLEN-1:5]);  
        addr_l_match[i] = (reservation_addr[i][4:2] == core_addr_i[4:2]);
        rm_reservation[i] = (is_sc & core_id_bin == i) | (~is_lr & core_rw_i & addr_h_match[i]);
    end
end
always @(posedge clk_i ) begin
    for (i = 0 ; i < N ; i = i + 1) begin
        if (rst_i) begin
            reservation[i] <= 1'b0;
        end else if(core_done_o) begin
            reservation[i] <= (is_lr & core_id_bin == i ) & ~rm_reservation[i];
        end
    end
end
always @(posedge clk_i ) begin
    if (rst_i)
        for (i = 0 ; i < N ; i = i + 1)
            reservation_addr[i] <= 0;
    else if (core_done_o & is_lr)
        reservation_addr[core_id_bin] <= core_addr_i[XLEN-1:2];
end
assign sc_fail = ~(reservation[core_id_bin] & addr_l_match[core_id_bin] & addr_h_match[core_id_bin]);
assign rs1         = m_data[CLSIZE-1:CLSIZE-32];
assign rs2         = core_data_i[CLSIZE-1:CLSIZE-32];
assign op          = core_amo_type_i;
assign amo_strobe    = (state == AmoRd) || (state == AmoWr);
assign amo_rw        = (state == AmoWr);
assign amo_data2core = {is_sc ? { {XLEN-1{1'b0}}, sc_fail} : rs1, {CLSIZE-32{1'b0}}};
assign amo_data2mem  = {result, m_data[CLSIZE-1-32:0]};
assign amo_done      = (state == AmoFinish);
assign M_DMEM_strobe_o  = core_is_amo_i ? amo_strobe    : core_strobe_i;
assign M_DMEM_addr_o    = core_addr_i;
assign M_DMEM_rw_o      = core_is_amo_i ? amo_rw        : core_rw_i;
assign M_DMEM_data_o    = core_is_amo_i ? amo_data2mem  : core_data_i;
assign core_done_o      = core_is_amo_i ? amo_done      : M_DMEM_done_i;
assign core_data_o      = core_is_amo_i ? amo_data2core : M_DMEM_data_i;
localparam [4:0] SWAP = 5'b00001,
                 ADD  = 5'b00000,
                 XOR  = 5'b00100,
                 AND  = 5'b01100,
                 OR   = 5'b01000,
                 MIN  = 5'b10000,
                 MAX  = 5'b10100,
                 MINU = 5'b11000,
                 MAXU = 5'b11100,
                 SC   = 5'b00011;
wire               rs1_SLT_rs2;
wire signed [32:0] rs1_ext;
wire signed [32:0] rs2_ext;
assign rs1_ext = {(~op[3] & rs1[31]), rs1};
assign rs2_ext = {(~op[3] & rs2[31]), rs2};
assign rs1_SLT_rs2 = rs1_ext < rs2_ext;
always @(*) begin
    case (op)
        SC  : result = rs2;
        SWAP: result = rs2;
        ADD : result = rs1 + rs2;
        XOR : result = rs1 ^ rs2;
        AND : result = rs1 & rs2;
        OR  : result = rs1 | rs2;
        MIN : result = rs1_SLT_rs2 ? rs1 : rs2;
        MAX : result = rs1_SLT_rs2 ? rs2 : rs1;
        MINU: result = rs1_SLT_rs2 ? rs1 : rs2;
        MAXU: result = rs1_SLT_rs2 ? rs2 : rs1;
        default: result = rs2;
    endcase
end
endmodule

===== design/flow/run.sh =====
#!/bin/bash
# OpenROAD 26Q1-2900-gdf79404cd8, Yosys 0.63+post, stock flow scripts
make -C /OpenROAD-flow-scripts/flow DESIGN_CONFIG=/design/flow/config.mk WORK_HOME=/design/flow/orfs finish

==> out/metrics.yaml <==
status:
  status: "finished, final reports clean"
flow_run:
  max-cap-violations: 0
  tool_warnings: 90
synth:
  synth-edff-count: 286
  synth_top_area_share_pct: 45.4
  ys_seq_share_pct: 45.9
  yosys_warnings: 1
  async_flop_share_pct: 0
  synth.distinct_cells: 70
  synth_top_cell_by_area: "edfxtp_1"
  ys_cells: 1756
  synth_flop_count: 291
  ff_type: "edfxtp_1"
  yosys_area_um2: 18900
  syn_area_per_cell_um2: 10.8
  synth_cells: 1756
  synth_area_um2: 18900
  top_cells_by_area: "edfxtp_1, mux2_2, nor2b_1"
critical_path:
  path_max_fanout: 14
  cp.required_ns: 14.48
  regToRegStartpoint: "state[2]"
  critPathCaptureType: "output port"
  ff2ff_path_depth: 3
  start_kind: "input pin"
  r2r_end: "m_data[137]"
  arrival_ns: 8.18
  rrSetupSlack_ns: 15.00
  path_class: "input pin to output port"
final_layout:
  final_common_cell: "clkdlybuf4s50_1"
  mostFrequentLayoutCells: "clkdlybuf4s50_1, edfxtp_1, nor2b_1, mux2_2, inv_1"
  drive_gt1_share_pct: 12.1
  area_growth_pct: 78.5
pwr:
  total_leakage_power_uw: 0.0118
  p_clk_share_pct: 40.1
  power.switching_uw: 657
  swShare_pct: 29.0
  irDropWorstVdd_uv: 64.9
  p_per_area_nw_per_um2: 67.2
  pwr-share-comb_pct: 25.6
  seq_power_share_pct: 34.3
  internal-power_uw: 1610
clock_tree:
  root_buffer: "clkbuf_16"
  post_cts_buffers: 0
  htreeDepth: 2
  numCtsBuffers: 43
  cts.clk_slew.worst_paths_ns: 0.06
  clock_path_buffers: 3
  postCtsHoldBufs: 0
  clock_sinks: 291
  cts_tree: "built"
  clock_latency_ns: 0.64
  post_cts_resized: 0
grt:
  antenna_found_initial: 117
  track_usage_pct: 17.5
  grt_max_degree: 93
  grt_pass1_wl_um: 209000
  grt_remaining_overflow: 0
  grt_pass1_vias: 18500
worst_hold_path:
  holdCritPathClass: "register to register"
  min_from: "state[3]"
  hold_end: "state[0]"
  min_path_cells: 1
floorplanning:
  fp-row-count: 151
  die_w_um: 434
  io_pins: 1103
  chip_area_um2: 188000
  die_h_um: 434
  fp_util_pct: 11.1
  core-area_um2: 170000
timing:
  period_used_pct: 65.2
  tightest_slew_ns: 0.977
  hold_viol: 0
  finClkSkew_ns: 0.0345
  maxSlewViolCount: 0
  setup_tns_ns: 0
  hold-worst-slack_ns: 0.456
  fin_crit_ns: 11.80
  rsz0062_at_grt: "no"
  max-slew-margin-rel_pct: 34.8
  fmax_mhz: 84.8
  setup_viol: 0
placed_design:
  gp_congestion: 0.992
  place_hpwl_um: 149000
  portBuffers: 1097
routing:
  dr.pass1.iters: 5
  ant_nets: 0
  vias: 18700
  wire_per_inst_um: 33.5
  routed_wl_um: 170000
  viasPerCell: 3.69
  drt_iter0_drc: 1168
  drc: 0
state kept, by name (all words and copies together) (netlist names):
| signal | flops |
|---|---|
| reservation_addr | 30 |
| reservation | 1 |
| state | 4 |
| m_data | 256 |
layer usage:
layer | up-vias | GRT usage, % | part of all wire [%]
met4 | 20 | 4.41 | 3.0
met5 | - | 0 | 0.075
met3 | 296 | 7.72 | 10
li1 | 8317 | - | -
met1 | 9114 | 18.2 | 33
met2 | 937 | 32.0 | 54
per-stage QoR:
stage / utilization [%] / cell area (um^2) / setup WS [ns] / total power [uW] / cells
2_1_floorplan: - / 18900 / 8.15 / 956 / 1756
3_3_place_gp: 19.0 / 32300 / 6.30 / 1380 / 4964
6_report: 19.9 / 33800 / 6.30 / 2270 / 5065
5_1_grt: 19.9 / 33700 / 6.01 / 2360 / 5053
4_1_cts: 19.8 / 33700 / 6.21 / 2320 / 5042
3_5_place_dp: 19.0 / 32300 / 6.24 / 1380 / 4964
worst max path at each step:
stage | endpoint | slack, ns | start
4_1_cts | M_DMEM_data_o[246] | 6.21 | core_data_i[236]
5_1_grt | M_DMEM_data_o[240] | 6.01 | core_data_i[236]
6_report | M_DMEM_data_o[246] | 6.30 | core_data_i[236]
worst max-delay path, stage by stage:
cell and delay [ns]:
clkdlybuf4s50_1 0.58, inv_1 0.09, ha_1 0.43, nor4_1 0.69
nand2_1 0.13, a211oi_1 0.32, o31ai_2 0.14, a41oi_4 0.23
xnor2_2 0.20, buf_4 0.25, nor2_4 0.42, a222oi_1 0.21
o21ai_1 0.15, clkdlybuf4s50_1 0.69
cells in the mapped netlist (9+ instances only):
| cell | number |
|---|---|
| nor3_1 | 15 |
| a31oi_1 | 11 |
| mux2_2 | 226 |
| a221oi_1 | 14 |
| o21ai_0 | 96 |
| nand2_1 | 93 |
| xnor2_1 | 48 |
| nor2_1 | 71 |
| nor2b_1 | 230 |
| a222oi_1 | 9 |
| xor2_1 | 9 |
| a211oi_1 | 10 |
| nand4_1 | 12 |
| a21oi_1 | 77 |
| buf_4 | 35 |
| nor4_1 | 12 |
| nand3_1 | 21 |
| inv_1 | 119 |
| ha_1 | 96 |
| and2_1 | 35 |
| buf_2 | 14 |
| a22oi_1 | 11 |
| clkbuf_1 | 87 |
| a21o_1 | 11 |
| edfxtp_1 | 286 |
kinds of logic (layout without fill, tap and decap cells):
family	Yosys count	in the layout	share of synthesized area [%]
muxes	229	229	13.6
other	0	23	0
xor gates and xnor gates	58	58	2.73
and+or+nand+nor	520	520	15.0
DFF	291	291	45.9
adders and majority gates	97	97	6.46
AOI/OAI and AO/OA	299	299	10.1
buffers and inverters	262	1330	6.12
power by group through the flow:
stage	Clock, uW	Sequential [uW]	Combinational, uW
after CTS	950	778	593
after global routing	965	780	619
final	909	778	580
final cells by class:
cell class | count | area [um^2]
Fill cell | 18500 | 136000
Timing Repair Buffer | 1133 | 11300
Multi-Input combinational cell | 1203 | 9080
Sequential cell | 291 | 8690
Tap cell | 2218 | 2780
Clock buffer | 51 | 1120
Inverter | 119 | 447
Clock inverter | 27 | 325
Antenna cell | 23 | 57.6
Power and IR drop assume default switching activity.
