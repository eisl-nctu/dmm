--- design.v ---
`timescale 1ns / 1ps 
module bpu #( parameter ENTRY_NUM = 32, parameter XLEN = 32 )
(
    input               clk_i,
    input               rst_i,
    input               stall_i,
    input  [XLEN-1 : 0] pc_i,
    input               is_jal_i,
    input               is_cond_branch_i,
    input  [XLEN-1 : 0] dec_pc_i,
    input               exe_is_branch_i,
    input               branch_taken_i,
    input               branch_misprediction_i,
    input  [XLEN-1 : 0] branch_target_addr_i,
    output              branch_hit_o,
    output              branch_decision_o,
    output [XLEN-1 : 0] branch_target_addr_o
);
localparam TBL_WIDTH = $clog2(ENTRY_NUM);
reg  [XLEN-1 : 0]      branch_pc_table[ENTRY_NUM-1 : 0];
wire                   we;
wire [XLEN-1 : 0]      predicted_pc;
wire [ENTRY_NUM-1 : 0] addr_hit_PCU;
wire [ENTRY_NUM-1 : 0] addr_hit_DEC;
reg  [TBL_WIDTH-1 : 0] read_addr;
reg  [TBL_WIDTH-1 : 0] write_addr;
reg  [TBL_WIDTH-1 : 0] update_addr;
reg  [1: 0]            branch_likelihood[ENTRY_NUM-1 : 0];
assign we = ~stall_i & (is_cond_branch_i | is_jal_i) & ~(|addr_hit_DEC);
genvar i;
generate
    for (i = 0; i < ENTRY_NUM; i = i + 1)
    begin
        assign addr_hit_PCU[i] = (branch_pc_table[i] == pc_i);
        assign addr_hit_DEC[i] = (branch_pc_table[i] == dec_pc_i);
    end
endgenerate
always @(posedge clk_i)
begin
    if (rst_i)
    begin
        write_addr <= 0;
    end
    else if (stall_i)
    begin
        write_addr <= write_addr;
    end
    else if (we)
    begin
        write_addr <= (write_addr == (ENTRY_NUM - 1)) ? 0 : write_addr + 1;
    end
end
always @(*)
begin
    case (addr_hit_PCU)
        32'h0000_0002: read_addr <= 1 ;
        32'h0000_0004: read_addr <= 2 ;
        32'h0000_0008: read_addr <= 3 ;
        32'h0000_0010: read_addr <= 4 ;
        32'h0000_0020: read_addr <= 5 ;
        32'h0000_0040: read_addr <= 6 ;
        32'h0000_0080: read_addr <= 7 ;
        32'h0000_0100: read_addr <= 8 ;
        32'h0000_0200: read_addr <= 9 ;
        32'h0000_0400: read_addr <= 10;
        32'h0000_0800: read_addr <= 11;
        32'h0000_1000: read_addr <= 12;
        32'h0000_2000: read_addr <= 13;
        32'h0000_4000: read_addr <= 14;
        32'h0000_8000: read_addr <= 15;
        32'h0001_0000: read_addr <= 16;
        32'h0002_0000: read_addr <= 17;
        32'h0004_0000: read_addr <= 18;
        32'h0008_0000: read_addr <= 19;
        32'h0010_0000: read_addr <= 20;
        32'h0020_0000: read_addr <= 21;
        32'h0040_0000: read_addr <= 22;
        32'h0080_0000: read_addr <= 23;
        32'h0100_0000: read_addr <= 24;
        32'h0200_0000: read_addr <= 25;
        32'h0400_0000: read_addr <= 26;
        32'h0800_0000: read_addr <= 27;
        32'h1000_0000: read_addr <= 28;
        32'h2000_0000: read_addr <= 29;
        32'h4000_0000: read_addr <= 30;
        32'h8000_0000: read_addr <= 31;
        default:       read_addr <= 0;   
    endcase
end
always @(*)
begin
    case (addr_hit_DEC)
        32'h0000_0002: update_addr <= 1 ;
        32'h0000_0004: update_addr <= 2 ;
        32'h0000_0008: update_addr <= 3 ;
        32'h0000_0010: update_addr <= 4 ;
        32'h0000_0020: update_addr <= 5 ;
        32'h0000_0040: update_addr <= 6 ;
        32'h0000_0080: update_addr <= 7 ;
        32'h0000_0100: update_addr <= 8 ;
        32'h0000_0200: update_addr <= 9 ;
        32'h0000_0400: update_addr <= 10;
        32'h0000_0800: update_addr <= 11;
        32'h0000_1000: update_addr <= 12;
        32'h0000_2000: update_addr <= 13;
        32'h0000_4000: update_addr <= 14;
        32'h0000_8000: update_addr <= 15;
        32'h0001_0000: update_addr <= 16;
        32'h0002_0000: update_addr <= 17;
        32'h0004_0000: update_addr <= 18;
        32'h0008_0000: update_addr <= 19;
        32'h0010_0000: update_addr <= 20;
        32'h0020_0000: update_addr <= 21;
        32'h0040_0000: update_addr <= 22;
        32'h0080_0000: update_addr <= 23;
        32'h0100_0000: update_addr <= 24;
        32'h0200_0000: update_addr <= 25;
        32'h0400_0000: update_addr <= 26;
        32'h0800_0000: update_addr <= 27;
        32'h1000_0000: update_addr <= 28;
        32'h2000_0000: update_addr <= 29;
        32'h4000_0000: update_addr <= 30;
        32'h8000_0000: update_addr <= 31;
        default:       update_addr <= 0;   
    endcase
end
integer idx;
always @(posedge clk_i)
begin
    if (rst_i)
    begin
        for (idx = 0; idx < ENTRY_NUM; idx = idx + 1)
            branch_pc_table[idx] <= 0;
    end
    else if (stall_i)
    begin
        for (idx = 0; idx < ENTRY_NUM; idx = idx + 1)
            branch_pc_table[idx] <= branch_pc_table[idx];
    end
    else if (we)
    begin
        branch_pc_table[write_addr] <= dec_pc_i;
    end
end
always @(posedge clk_i)
begin
    if (rst_i)
    begin
        for (idx = 0; idx < ENTRY_NUM; idx = idx + 1)
            branch_likelihood[idx] <= 2'b0;
    end
    else if (stall_i)
    begin
        for (idx = 0; idx < ENTRY_NUM; idx = idx + 1)
            branch_likelihood[idx] <= branch_likelihood[idx];
    end
    else
    begin
        if (we)  
        begin
            branch_likelihood[write_addr] <= {branch_taken_i, branch_taken_i};
        end
        else if (exe_is_branch_i)
        begin
            case (branch_likelihood[update_addr])
                2'b00:   
                    if (branch_taken_i)
                        branch_likelihood[update_addr] <= 2'b01;
                    else
                        branch_likelihood[update_addr] <= 2'b00;
                2'b01:   
                    if (branch_taken_i)
                        branch_likelihood[update_addr] <= 2'b11;
                    else
                        branch_likelihood[update_addr] <= 2'b00;
                2'b10:   
                    if (branch_taken_i)
                        branch_likelihood[update_addr] <= 2'b11;
                    else
                        branch_likelihood[update_addr] <= 2'b00;
                2'b11:   
                    if (branch_taken_i)
                        branch_likelihood[update_addr] <= 2'b11;
                    else
                        branch_likelihood[update_addr] <= 2'b10;
            endcase
        end
    end
end
distri_ram #(.ENTRY_NUM(ENTRY_NUM), .XLEN(XLEN))
bpu_pc_history(
    .clk_i(clk_i),
    .we_i(we),                      
    .write_addr_i(write_addr),      
    .read_addr_i(read_addr),        
    .data_i(branch_target_addr_i),  
    .data_o(predicted_pc)           
);
assign branch_hit_o = ( | addr_hit_PCU) & ( | pc_i);
assign branch_target_addr_o = {32{( | addr_hit_PCU)}} & predicted_pc;
assign branch_decision_o = ( | branch_likelihood[read_addr][1] );
endmodule
`timescale 1ns / 1ps
module distri_ram
#(parameter ENTRY_NUM = 32,
  parameter XLEN = 32,
  parameter AWDTH = $clog2(ENTRY_NUM))
(
    input                clk_i,
    input                we_i,
    input  [AWDTH-1 : 0] read_addr_i,
    input  [AWDTH-1 : 0] write_addr_i,
    input  [XLEN-1 : 0]  data_i,
    output [XLEN-1 : 0]  data_o
);
reg [XLEN-1 : 0] RAM[ENTRY_NUM-1 : 0];
integer i;
assign data_o = RAM[read_addr_i];
initial
begin
    for (i = 0; i < ENTRY_NUM; i = i + 1)
        RAM[i] <= 0;
end
always @(posedge clk_i)
begin
    if (we_i)
    begin
        RAM[write_addr_i] <= data_i;
    end
end
endmodule
--- config.mk ---
export PLATFORM = sky130hd
export DESIGN_NAME = bpu
export DESIGN_NICKNAME = bpu
export VERILOG_FILES = /design/flow/design.v
export SDC_FILE = /design/flow/constraint.sdc
export NUM_CORES = 4
export LEC_CHECK = 1
export CORE_UTILIZATION = 50
--- run.sh ---
#!/bin/bash
# OpenROAD 26Q1-2900-gdf79404cd8, Yosys 0.63+post, stock flow scripts
make -C /OpenROAD-flow-scripts/flow DESIGN_CONFIG=/design/flow/config.mk WORK_HOME=/design/flow/orfs finish
--- constraint.sdc ---
current_design bpu

set clk_period 46.2
set clk_io_pct 0.2

create_clock -name clk0 -period $clk_period [get_ports {clk_i}]

set non_clock_inputs [all_inputs -no_clocks]
set_input_delay [expr $clk_period * $clk_io_pct] -clock clk0 $non_clock_inputs
set_output_delay [expr $clk_period * $clk_io_pct] -clock clk0 [all_outputs]
==> results.sh <==
# physical design summary
export IMPL_warnings=40
export IMPL_grt_pass1_vias=68400
export IMPL_cts_post_setup_buffers_inserted=0
export IMPL_drt_first_pass_iters=5
export IMPL_cp_slowest_stage_delay_ps=740
export IMPL_cts_htree_levels=4
export IMPL_vias=67500
export IMPL_fillers=17400
export IMPL_finClkSkew_ps=87.0
export IMPL_io_pins=138
export IMPL_reg2reg_setup_slack_ps=40150
export IMPL_wl_met2_um=150000
export IMPL_rows=172
export IMPL_top_area_frac=0.571
export IMPL_avgSynthCellArea_um2=13.1
export IMPL_ys_seq_elements=2117
export IMPL_cts_resized_gates=0
export IMPL_regArea_mm2=0.0635
export IMPL_ys_seq_share=0.572
export IMPL_avgRoutedWirePerCell_um=30.5
export IMPL_p_sw_mw=1.04
export IMPL_crit_fanout=44
export IMPL_lay_top_cells="edfxtp_1 (2,112), xor2_1 (1,668), and2_1 (997)"
export IMPL_clock_sinks=2117
export IMPL_drc=0
export IMPL_synth_area_mm2=0.111
export IMPL_clock_path_buffers=3
export IMPL_clock_latency_ps=920
export IMPL_arrival_ps=17300
export IMPL_min_period_ps=26540
export IMPL_flop_cell="edfxtp_1"
export IMPL_ys_area_mm2=0.111
export IMPL_wl_um=355000
export IMPL_whs_path_depth=2
export IMPL_fp_dieW_um=473
export IMPL_hold_end="write_addr[1]"
export IMPL_crit_path_start_kind="primary input"
export IMPL_syn_inst=8451
export IMPL_r2r_start="branch_pc_table[30][31]"
export IMPL_pwr_density_cell_mw_per_mm2=35.3
export IMPL_slew_violations=0
export IMPL_cp_required_ps=36960
export IMPL_cpMostUsedCell="buf_4"
export IMPL_synthArstFlopShare=0
export IMPL_ys_types=86
export IMPL_core_area_mm2=0.220
export IMPL_clk_pin_slew_worst_paths_ps=60
export IMPL_io_buffers=136
export IMPL_p_comb_frac=0.076
export IMPL_dieArea_mm2=0.224
export IMPL_slew_headroom=0.278
export IMPL_power_mw=4.30
export IMPL_grtUsageTotal=0.347
export IMPL_drt_iter0_drc=4959
export IMPL_grt_overflow_total=0
export IMPL_reg2reg_to="branch_likelihood[0][1]"
export IMPL_initCoreUtil=0.504
export IMPL_viasPerCell=5.81
export IMPL_min_from="write_addr[1]"
export IMPL_swShare=0.241
export IMPL_lay_top_count="edfxtp_1"
export IMPL_yosysWarningCount=2
export IMPL_cts_root_buf="clkbuf_16"
export IMPL_synthTopCellsByArea="edfxtp_1 (57%), xor2_1 (13%), mux2i_1 (6.6%)"
export IMPL_cap_viol_max_count=0
export IMPL_ir_drop_mv=0.0432
export IMPL_clock_fmax_mhz=37.7
export IMPL_drive_above_1_share=0.107
export IMPL_highest_layer="met5"
export IMPL_antenna_found_initial=13
export IMPL_tightest_slew_ps=1080
export IMPL_status="finished clean"
export IMPL_final_hold_viol_count=0
export IMPL_period_used=0.575
export IMPL_grt_max_degree=139
export IMPL_detail_route_antenna_nets=0
export IMPL_cts_hold_buf=0
export IMPL_cts_buffers=226
export IMPL_die_h_um=473
export IMPL_syn_to_final_growth_pct=9.75
export IMPL_crit_chain="buf_4 -> buf_4 -> buf_4 -> xor2_1 -> nor4_1 -> nand4_1 -> nor2_1 -> nor4_1 -> nand4_1 -> nor3_1 -> buf_4 -> a21oi_1 -> o2111a_4 -> buf_4 -> buf_4 -> mux2i_1 -> mux2_2 -> o211ai_1 -> o21ai_1 -> o22ai_1 -> clkdlybuf4s50_1"
export IMPL_p_int_mw=3.26
export IMPL_logic_area_mm2=0.0438
export IMPL_rsz0062_at_grt="no"
export IMPL_route_met3_wl_um=58800
export IMPL_power_frac_seq=0.508
export IMPL_endpoint_kind="output port"
export IMPL_power_leakage_nw=48.2
export IMPL_power_share_clock=0.416
export IMPL_edf_count=2112
export IMPL_cp_slowest_cell="o2111a_4"
export IMPL_hpwl_um=212000
export IMPL_met1_length_um=133000
export IMPL_setup_viol=0
export IMPL_grt_pass1_wl_um=501000
export IMPL_tritoncts="done"
export IMPL_r2r_worst_path_cells=17
export IMPL_crit_type="in -> out"
export IMPL_place_congestion=0.980
export IMPL_fin_tns_setup_ps=0
export IMPL_largest_area_cell="edfxtp_1"
export IMPL_holdCritPathClass="reg -> reg"
export IMPL_yosys_stat_cells=8451
-- metal layers --
metal,vias up,track usage
met1,33000,0.493
met2,3655,0.459
met5,-,0.0112
met4,16,0.0986
li1,30200,-
met3,638,0.231
-- worst max path at each step --
stage	end	slack, ps	startpoint	cells after the start
finish	branch_target_addr_o[19]	19660	pc_i[12]	21
CTS	branch_target_addr_o[22]	19760	pc_i[12]	21
global route	branch_target_addr_o[19]	19170	pc_i[12]	21
-- critical path: cells and delay by family --
family / cells / cell delay [ps]
AND/OR/NAND/NOR: 6 / 1820
buffers and inverters: 7 / 3750
XOR/XNOR: 1 / 130
AND-OR/OR-AND: 5 / 1760
multiplexers: 2 / 430
-- flip-flops by register name, indices dropped and copies added (netlist names) --
signal,flops
write_addr,5
bpu_pc_history.RAM,1024
branch_likelihood,64
branch_pc_table,1024
-- kinds of logic (layout without fill, tap and decap cells) --
logic type,after synthesis,in the layout,share of synthesized area
DFF,2117,2117,0.572
AOI/OAI and AO/OA,347,347,0.0205
muxes,862,862,0.0794
adders and majority gates,5,5,0.000564
xor gates and xnor gates,2090,2090,0.165
buffers and inverters,648,849,0.0353
and+or+nand+nor,2382,2382,0.127
other,0,9,0
-- stage by stage --
step            util  instances  setup WS [ps]  instance area (um^2)  hold WS (ps)
6_report       0.553      11600          19660                122000           597
5_1_grt        0.553      11600          19170                122000           676
4_1_cts        0.553      11600          19760                122000           596
3_5_place_dp   0.520      11200          19810                115000           590
3_3_place_gp   0.520      11200          19770                115000           583
2_1_floorplan      -       8451          24220                111000           541
-- cells in the mapped netlist, drive strengths merged (5+ instances only) --
cell,instances
nand3,31
and4,11
nor3,56
or2,42
o21a,6
xor2,1669
or3,11
o32ai,7
ha,5
nor3b,5
buf,382
nand2,211
inv,11
a21oi,23
o22ai,33
a22oi,6
a31oi,6
o21ai,151
xnor2,421
edfxtp,2112
nand3b,9
nor4,475
nor4b,7
mux2,133
dfxtp,5
a211oi,6
and2,997
nand4,223
nor2,255
nand2b,36
mux2i,729
clkbuf,255
o211ai,67
a221oi,7
-- power by group through the flow --
| stage | Sequential [mW] | Combinational (mW) | Clock (mW) |
|---|---|---|---|
| after global routing | 2.19 | 0.345 | 1.88 |
| final | 2.18 | 0.327 | 1.79 |
| after CTS | 2.18 | 0.322 | 1.81 |
-- cell type report --
type                    count  share of cell area
diodes                      9            0.000185
clock buffers             281              0.0485
clock inverters           142              0.0113
inverters                  11            0.000339
multi-input cells        5686               0.360
flip-flops and latches   2117               0.522
well taps                2958              0.0304
repair buffers            415              0.0279
Power is estimated from default activity; no workload was simulated.
